==> design.v <==
`timescale 1ns / 1ps
module Reg_File(input clk, input [31:0] writedata, input regwrite, input [4:0] regread_1, input [4:0] regread_2,
					 input [4:0] regdst, output wire [31:0] reg_d1, output wire [31:0] reg_d2);	
	reg[31:0] memory [0:31];
	always @(posedge clk)
	begin
		if(regwrite)
		 memory[regdst] <= writedata;
	end
	assign reg_d1 = memory[regread_1];
	assign reg_d2 = memory[regread_2];
endmodule
==> run.sh <==
#!/bin/bash
# OpenROAD 26Q1-2900-gdf79404cd8, Yosys 0.63+post, stock flow scripts
make -C /OpenROAD-flow-scripts/flow DESIGN_CONFIG=/design/flow/config.mk WORK_HOME=/design/flow/orfs finish
==> config.mk <==
export PLATFORM = sky130hd
export DESIGN_NAME = Reg_File
export DESIGN_NICKNAME = Reg_File
export VERILOG_FILES = /design/flow/design.v
export SDC_FILE = /design/flow/constraint.sdc
export NUM_CORES = 4
export LEC_CHECK = 1
export CORE_UTILIZATION = 50
==> constraint.sdc <==
current_design Reg_File

set clk_period 8.5
set clk_io_pct 0.2

create_clock -name clk0 -period $clk_period [get_ports {clk}]

set non_clock_inputs [all_inputs -no_clocks]
set_input_delay [expr $clk_period * $clk_io_pct] -clock clk0 $non_clock_inputs
set_output_delay [expr $clk_period * $clk_io_pct] -clock clk0 [all_outputs]
==> flow_metrics.py <==
# Flow results
metrics = {
    "clock_network": {
        "max-clock-path-buffers": 3,
        "numClockSinks": 1024,
        "tritoncts": "built",
        "cts_resized": 0,
        "cts_made_buffers": 109,
        "cts.clk_slew.worst_paths_ns": 0.06,
        "ctsHtreeMaxLevel": 3,
        "cts.root.buffer_cell": "clkbuf_16",
        "ctsHoldBuffers": 0,
        "post_cts_buffers": 0,
    },
    "setup_path": {
        "max_stage_delay_on_crit_path_ns": 0.63,
        "timing.critical_path.from": "regread_2[0]",
        "crit_slowest_cell": "clkdlybuf4s50_1",
        "worstPathBufferInverterCount": 3,
        "arrival_ns": 4.96,
        "critical_path.most_common_cell": "clkdlybuf4s50_1",
        "critical_path_class": "in2out",
        "worstSetupStartpointType": "input port",
        "endpoint_kind": "output port",
        "critical-path-top-delay-family": "buffers and inverters",
        "path_cells": "clkdlybuf4s50_1 > and2_4 > buf_4 > a22oi_1 > a31oi_1 > nand3_1 > clkdlybuf4s50_1",
        "critical_path.max_fanout": 34,
        "critical_path_rt_ns": 6.80,
    },
    "place": {
        "dpl.hpwl_um": 85300,
        "gp_congestion": 0.885,
        "dpl_worst_slack_ns": 1.91,
        "placed_cells": 4644,
        "io_buffer_count": 112,
    },
    "drt": {
        "first_iter_violations": 2445,
        "post-route-drc-count": 0,
        "drt_wl_total_um": 157000,
        "num_vias": 31500,
        "vias_per_cell": 6.50,
        "drt-pass1-iter-count": 5,
        "insertedDiodeCount": 0,
        "route.detailed.wl_per_inst_um": 32.3,
        "detail-route-antenna-nets": 0,
    },
    "timing": {
        "timing.final.crit_period_ns": 6.66,
        "setup-violations-final": 0,
        "max_slew_margin_pct": 37.5,
        "fin_worst_hold_slack_ns": 1.83,
        "worst_slack_ns": 1.84,
        "max_freq_ghz": 0.150,
        "setup-tns-final_ns": 0,
        "period_used_pct": 78.3,
        "number_of_hold_slack_violations_in_the_final_timing_report": 0,
        "grt_setup_unrepaired": "false",
        "worstMarginPinSlew_ns": 0.935,
        "final_slew_violations": 0,
    },
    "logic_synthesis": {
        "synth_area_per_cell_um2": 14.4,
        "registers_synthesis": 1024,
        "synth.yosys.num_cells": 3386,
        "yosys.stat.chipArea_mm2": 0.0488,
        "synth_sequential_area_ratio_pct": 63.0,
        "syn-cell-area_mm2": 0.0488,
        "synth_cells": 3386,
        "synth-warning-count": 1,
        "synth.distinct_cells": 23,
    },
    "floorplanning": {
        "die_width_um": 314,
        "die_height_um": 314,
        "area_enclosed_by_the_die_boundary_mm2": 0.0988,
        "floorplan.core_util_pct": 50.5,
        "placementRows": 114,
        "ioPinCount": 113,
        "design.core.area_mm2": 0.0967,
    },
    "final_layout": {
        "areaGrowthSynthToFinish_pct": 12.6,
        "largest-register": "memory",
        "final-instance-count-excl-fill": 4847,
        "drive_gt1_share_pct": 9.44,
        "largestRegisters": "memory x1024",
        "largest_reg_flops": 1024,
    },
    "global_routing": {
        "maximum_number_of_pins_on_one_net_before_global_route_repair": 95,
        "grt_first_pass_wirelength_um": 224000,
        "globalRoute.totalOverflow": 0,
        "antenna_found_initial": 3,
        "gr-usage-all-layers_pct": 34.9,
        "first_global_vias": 32900,
    },
    "pwr": {
        "power-per-cell-area_mw_per_mm2": 207,
        "vdd_drop_max_v": 0.000187,
        "p_total_mw": 11.4,
        "power.leakage_nw": 20.2,
    },
    "job": {
        "drv.max_cap_violation_count": 0,
        "stage_log_warnings": 26,
    },
    "worst_hold_path": {
        "hold_class": "in2reg",
        "holdCritStartpoint": "writedata[8]",
    },
    "outcome": {
        "status": "complete, no violations",
    },
}
[worst paths after layout]
kind	endpoint	slack, ns	cells after the start
worst min-delay path	memory[8][8]$_DFFE_PP_	1.83	2
worst max-delay path	reg_d2[2]	1.84	7
[cells in the mapped netlist (all sizes together)]
cell type / number / area (um^2)
buf: 163 / 1210
nor2: 35 / 131
a22o: 128 / 1120
or2: 2 / 12.5
and2: 2 / 12.5
edfxtp: 1024 / 30700
mux2i: 1024 / 10200
nand3b: 5 / 37.5
a22oi: 192 / 1440
nor2b: 4 / 25.0
a21oi: 192 / 961
nand3: 194 / 971
or3b: 3 / 26.3
clkbuf: 90 / 353
nand2: 195 / 732
nor3: 64 / 320
or3: 1 / 6.26
nand2b: 4 / 25.0
a31oi: 64 / 400
[stage by stage]
stage	utilization, %	cell area [um^2]
after global routing	56.8	54900
after CTS	56.8	54900
after floorplan	-	48800
final	56.8	54900
after detailed placement	53.2	51400
after global placement	53.2	51400
[kinds of logic (layout without fill, tap and decap cells)]
kind of cell    Yosys count  after routing  share of synthesized area [%]
buf+inv                 253            438                           3.21
compound gates          576            576                           8.04
mux                    1024           1024                           21.0
flops                  1024           1024                           63.0
simple gates            509            509                           4.71
[layout by cell type, fill, tap and decap left out, drive strengths merged, types with 4 or more instances in the layout]
cell              n
a22o            128
nand3b            5
a22oi           192
nor2b             4
buf             125
edfxtp         1024
clkinv           54
clkbuf          133
nand2           195
nand3           194
bufinv           11
mux2i          1024
nor2             35
clkdlybuf4s50   110
nand2b            4
a21oi           192
nor3             64
a31oi            64
[area by class of cell]
cell class                 count  area, um^2
clock buffer                 133        2900
clock inverter                70         626
fill                        7287       41800
multi-input combinational   2109       16800
sequential                  1024       30700
tap                         1276        1600
timing repair buffer         235        2280
[report_power, final]
part	switching, mW	leakage (nW)	internal (mW)
clock network	1.95	1.75	2.75
registers	0.0245	9.22	5.62
logic	0.667	9.25	0.392
[routing by layer]
metal	track usage, %	up-vias	part of all wire, %
met4	10.9	12	3.9
met5	1.55	-	0.16
met2	47.9	2111	44
li1	-	13600	-
met1	46.1	15400	35
met3	25.0	358	17
Power and IR drop assume default switching activity.
