==> design/flow/design.v <==
`timescale 1ns / 1ps
module alu(input[31:0] inp1, input[31:0] inp2, input[2:0] sel, output reg[31:0] out, output reg zero);
	always @ (*)
	begin
		zero = 0;
		case(sel)
		3'b000:
			out = inp1 + inp2;
		3'b001:
			out = inp1 - inp2;
		3'b010:
			out = inp1 & inp2;
		3'b011:
			out = inp1 | inp2;
		3'b100:
			out = !(inp1 | inp2);
		3'b101:
			out = inp1 ^ inp2;
		3'b110:
			out = (inp1 == inp2);
		3'b111:
			out = (inp1 < inp2);
		endcase
		if (out == 0)
			zero = 1;
		end
endmodule
==> design/flow/run.sh <==
#!/bin/bash
# OpenROAD 26Q1-2900-gdf79404cd8, Yosys 0.63+post, stock flow scripts
make -C /OpenROAD-flow-scripts/flow DESIGN_CONFIG=/design/flow/config.mk WORK_HOME=/design/flow/orfs finish
==> design/flow/config.mk <==
export PLATFORM = sky130hd
export DESIGN_NAME = alu
export DESIGN_NICKNAME = alu
export VERILOG_FILES = /design/flow/design.v
export SDC_FILE = /design/flow/constraint.sdc
export NUM_CORES = 4
export LEC_CHECK = 1
export CORE_UTILIZATION = 50
==> design/flow/constraint.sdc <==
current_design alu

set clk_period 15.6
set clk_io_pct 0.2

create_clock -name clk0 -period $clk_period

set non_clock_inputs [all_inputs -no_clocks]
set_input_delay [expr $clk_period * $clk_io_pct] -clock clk0 $non_clock_inputs
set_output_delay [expr $clk_period * $clk_io_pct] -clock clk0 [all_outputs]
==> Changelog: implementation <==
### Implementation results

- Commonest cells in the netlist: inv_1 (101), ha_1 (96), nor2_1 (91), a21oi_1 (81), nand2_1 (71)
- First DRT Iteration DRCs: 843
- Core ar.: 0.01098 mm2
- Area growth, synth to finish: 17.88%
- Registers: 0
- OpenROAD warning count: 97
- Routed vias/inst: 6.601
- Largest cells by area after synthesis: ha_1 (21%), a21oi_1 (7.1%), inv_1 (6.6%)
- Worst-Margin Slew: between 0.9 and 1 ns
- Pre-Place Util: 51.91%
- Post-Route WL: between 20000 and 25000 um
- Proportion of layout cells with a drive suffix above 1: roughly 3%
- Final worst path period share: 70.86%
- Chip area: 0.01183 mm2
- CTS Hold Bufs: 0
- # Cells Yosys: a little under 900
- Max FO, Critical Path: 13
- # diodes: 0
- Syn_area_per_cell: 6.392 um2
- Post-synthesis sequential area ratio: 0%
- Synth area leader: ha_1
- Mean routed wirelength per cell: 20.83 um
- Grt total ovfl: 0
- Highest-delay cell along the critical path: or4_1
- Postcts setup bufs: 0
- Setup_tns: 0 ns
- Flop area: 0 um2
- Final setup fails: 0
- CP endpoint kind: output pin
- Crit start category: input port
- Max Fclk: 90.46 MHz
- WS Path Type: in2out
- Yosys stat area: about 0.0057 mm2
- I/O pin total: approximately 100
- Most frequent cell after synthesis: inv_1
- Clock buffer count: 0
- Syn. warnings: 1
- Router iterations before antenna repair: 6
- GRT Total Usage: 38.45%
- First-pass GRT wire length: 34540 um
- Cell Area, Synth: 0.005702 mm2
- Delay-heaviest family, CP: simple AND/OR/NAND/NOR gates
- Total Power: 256.7 uW
- Die H: 108.8 um
- VDD IR max: 20.48 uV
- Max Cap Violations: 0
- Data arrival time of the worst path: 7.93 ns
- Remaining antenna violation count: 0
- Via count: 7175
- Synth cell types: 76
- Cts repair resizes: 0
- Post-place setup slack: 4.678 ns
- Final HPWL DP: 17950 um
- Slew Viols, Final: 0
- Vias in the first global route: 6435
- Max stage delay on crit path: 0.63 ns
- Synth Instances: around 900
- IO Port Bufs: 100
- Period minus WS final: 11.05 ns
- DRC viols: 0
- Count of final hold-check violations: 0
- CP required: ~12 ns
- Slew headroom: 35.62%
- Worst Path Buf+Inv: 3
- Lkg Pwr: 0.002951 uW
- Worst setup margin: 4.546 ns
- Crit path cell chain: clkdlybuf4s50_1 > inv_1 > ha_1 > nor2_1 > o311ai_2 > a21oi_1 > or3_1 > mux2i_1 > nand4_1 > or4_1 > nor4_1 > nand4_1 > nor4b_2 > and4bb_1 > clkdlybuf4s50_1
- # rows: 38
- Status: finished, final reports clean
- Largest net degree at the start of global routing: 51
- Worst min-delay path class: in2out
- RSZ-0062 raised after global routing: no
- Initial antenna violation count: 0
- PwrDens: 38.20 mW/mm2
- Chip width: 108.8 um
- Top cell area share: 21.07%
- Routability cong.: ~1.1
-- placed cells by master, fill, tap and decap left out, types with 21 or more instances in the layout --
cell and instances:
inv_1 101, ha_1 96, nor4_1 21, a21oi_1 81
nor3_1 25, clkdlybuf4s50_1 99, o21ai_0 45, nand2_1 71
a211oi_1 26, nor2_1 91
-- report_power, final --
group	total, uW	switching [uW]	leakage [uW]	internal (uW)
sequential	0	0	0	0
combinational	257	149	0.00295	108
clock	0	0	0	0
total	257	149	0.00295	108
-- per-stage QoR --
step                      util, %  hold slack [ns]  instances  cell area (um2)
after floorplan                 -            6.414        892             5702
final                       61.20            7.312       1087             6721
after global routing        61.20            7.365       1087             6721
after global placement      61.20            7.312       1087             6721
after CTS                   61.20            7.297       1087             6721
after detailed placement    61.20            7.284       1087             6721
-- logic make-up after synthesis --
kind of cell    share of synthesized area [%]
buf+inv                                 10.62
mux                                     1.229
fa+ha+maj                               21.77
compound gates                          37.06
xor+xnor                                1.997
simple gates                            27.32
-- worst paths after layout --
check	endpoint	startpoint	cells after the start
worst max-delay path	zero	inp1[2]	15
worst min-delay path	out[4]	sel[0]	4
-- layer usage --
layer  vias to the layer above  track usage, %  routed length, um
met5                         -               0                  0
met4                         0           13.80                966
met3                        82           6.155               2318
met2                       421           59.31               9673
met1                      3285           53.85               9684
li1                       3387               -                  -
-- final cells by class --
class	count	area, um2
multi-input cells	736	5096
fillers	1018	4262
repair buffers	110	1071
inverters	101	379.1
well taps	140	175.2
Power figures rest on the tool's default switching activity, not on a simulated workload.
